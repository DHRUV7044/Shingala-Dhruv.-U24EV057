$ cat flow/config.mk
export PLATFORM = sky130hd
export DESIGN_NAME = armu8
export DESIGN_NICKNAME = armu8
export VERILOG_FILES = /design/flow/design.v
export SDC_FILE = /design/flow/constraint.sdc
export NUM_CORES = 4
export LEC_CHECK = 1
export CORE_UTILIZATION = 50
$ cat flow/design.v
module armu8 #(
    parameter n = 8
) (
    input [n-1:0] a,
    input [n-1:0] b,
    output [2*n-1:0] m
);
    wire [2*n-1:0] c;
    wire [2*n-1:0] d;
    wire [(2*n)*(2*n)-1:0] p;
    wire [2*n-1:0] so;
    assign c = {{n{a[n-1]}}, a};
    assign d = {{n{b[n-1]}}, b};
    pgen #(.n(2*n)) pgen ( c ,d ,p);
    sum #(.n(2*n)) sum_product ( p , so);
    assign m = so; 
endmodule
module pgen #(
    parameter n=16
)
(
    input [n-1:0] a,
    input [n-1:0] b,
    output  reg [(n*n)-1:0] p
); 
    integer i, j;
    always @(*) begin
        p = 0;
        for (i = 0; i < n; i = i + 1) begin
            for (j = i; j < n; j = j + 1) begin
                p[i*n + j] = a[j-i] & b[i];
            end
        end
    end
endmodule
module sum #(
    parameter n=16
)(
    input [(n*n)-1:0] p,
    output  [n-1:0] sum
);
    reg [n-1:0] po [0:n-1];
    integer j;
    always @(*) begin
        for (j = 0; j<n ; j = j+1) begin
            po[j] = p[j*n +:n];
        end
    end
    genvar i;
    reg [n-1:0] s [n:0];
    wire s0;
    assign s0 =0;
    always @(*) begin
        s[0] =s0;
    end
    generate
        for (i = 0; i < n; i = i + 1) begin : sum_pro
        wire [n-1:0] g;
            fn #(.n(n)) supr (
                .a(p[i*n +:n]),
                .b(s[i]),
                .c(1'b0),
                .s(g),
                .co()
            );
            always @(*) begin
                s [i+1] <= g; 
            end
        end
    endgenerate
    assign sum = s[n];
endmodule
module fn  #(
    parameter n = 16
) (
    input [n-1:0] a,
    input [n-1:0] b,
    input c,
    output [n-1:0] s,
    output reg co
);
    wire [n:0] c_out;
    wire [n-1:0] sa;
    assign c_out[0] = c;
    genvar i;
    generate
        for (i = 0; i < n; i = i + 1) begin : adder
            f adder_inst (
                .a(a[i]),
                .b(b[i]),
                .c(c_out[i]),
                .s(sa[i]),
                .co(c_out[i+1])
            );
        end
    endgenerate
    assign s = sa;
    always @(*) begin
     co = c_out[n];
    end
endmodule
module f (
    input a,
    input b,
    input c,
    output reg s,
    output reg co
);
    always @(*) begin
        {co , s} = a +b +c;
    end
endmodule
$ cat flow/constraint.sdc
current_design armu8

set clk_period 23.7
set clk_io_pct 0.2

create_clock -name clk0 -period $clk_period

set non_clock_inputs [all_inputs -no_clocks]
set_input_delay [expr $clk_period * $clk_io_pct] -clock clk0 $non_clock_inputs
set_output_delay [expr $clk_period * $clk_io_pct] -clock clk0 [all_outputs]
$ cat flow/run.sh
#!/bin/bash
# OpenROAD 26Q1-2900-gdf79404cd8, Yosys 0.63+post, stock flow scripts
make -C /OpenROAD-flow-scripts/flow DESIGN_CONFIG=/design/flow/config.mk WORK_HOME=/design/flow/orfs finish
==> flow_summary.ini <==
; implementation run metrics
[timing]
timing.final.crit_period_ns = 23.11
rsz0062_at_grt = false
report.final.slew_viol_count = 0
tightestPinTransition_ns = 0.5719
max_freq_mhz = 43.26
slew_headroom_pct = 61.87
report.final.hold_viol_count = 0
setup_viol = 0
setup_tns_ns = 0
finalCritPeriodShare_pct = 97.53

[global_routing]
number_of_global_route_vias_before_repair = 1901
grt.overflow.total = 0
first_pass_grt_wire_length_um = 8562
gr-usage-all-layers_pct = 18.88
antenna_found_initial = 0
grt_max_degree = 10

[yosys]
synth_chip_area_um2 = 2928
count_of_mapped_cells_out_of_synthesis = 275
synth-seq-area-share_pct = 0
topCellsByArea = sky130_fd_sc_hd__fa_1 60%, sky130_fd_sc_hd__inv_1 7.3%, sky130_fd_sc_hd__and2_1 7.3%, sky130_fd_sc_hd__ha_1 6.4%, sky130_fd_sc_hd__xnor2_1 5.4%
top_cell = sky130_fd_sc_hd__fa_1
netlist.area_leader.share_pct = 60.17
synth_stat.cells = 275
yosys_warnings = 8
post_synth.cell_area_avg_um2 = 10.65
syn-cell-area_um2 = 2928
ys_types = 15
post_synth_most_frequent_cells = 88 x sky130_fd_sc_hd__fa_1, 57 x sky130_fd_sc_hd__inv_1, 34 x sky130_fd_sc_hd__and2_1
top_area_cell = sky130_fd_sc_hd__fa_1

[drt]
wirelength_um = 4105
post_drt_via_cell_ratio = 4.565
met2_wl_um = 1951
insertedDiodeCount = 0
drtAntennaViolNets = 0
top_layer_used = met3
route.vias.total = 1625
drc_errors = 0
detail_route.first_pass.iterations = 4
routed_wire_length_per_instance_um = 11.53
met3_wl_um = 110
drtIter0Drc = 43
route.layer.met1.wl_um = 2043

[min_path]
hold-path-endpoint = m[0]
min-delay-start = b[0]
holdCritPathClass = input pin to output port
number_of_cells_on_the_worst_hold_path = 3

[floorplanning]
floorplan.initialDensity_pct = 52.53
chip_width_um = 78.52
io_pins = 32
die_h_um = 78.52
core_um2 = 5574
chip_area_um2 = 6165
core.rowCount = 27

[finish]
n_sequential_cell = 0
finalCoreUtilization_pct = 58.29
n_clock_buffer = 0
fillCellCount = 503
flop_area_um2 = 0
post-route-cell-area_um2 = 3249
areaGrowthSynthToFinish_pct = 10.98
final_layout_size_suffix_gt1_share_pct = 8.099
area_of_the_multi_input_gates_um2 = 2597

[setup_path]
start_kind = input pin
crit_path_top_delay_cell = sky130_fd_sc_hd__fa_2
setup.worst_path.end_class = output port
arrival_ns = 18.37
critPathBufInv = 4
crit_path_max_incr_delay_ns = 0.59
worstPathRequired_ns = 18.96
cp_top_family = adder cells
cell_type_with_the_highest_occurrence_count_on_the_critical_path = sky130_fd_sc_hd__fa_1
critPathMaxFanout = 3
criticalPathCategory = input pin to output port

[status]
status = finished clean

[place]
numPortBuffers = 32
postPlaceCellArea_um2 = 3199
place_congestion = 0.7746
dp.final_hpwl_um = 3751

[flow_run]
cap_viol_max_count = 0
warnings = 35
[through the flow]
stage / hold WS (ns) / instances / worst slack, ns
detailed placement: 10.60 / 356 / 0.3081
global placement: 10.59 / 356 / 0.3144
global route: 10.30 / 356 / 0.01337
floorplan: 9.656 / 275 / 1.598
CTS: 10.60 / 356 / 0.2691
finish: 10.23 / 356 / 0.5861
[cell usage in the layout, fill, tap and decap left out, drive strengths merged]
cell type,instances
dlymetal6s2s,2
clkdlybuf4s50,30
xnor3,3
ha,15
fa,88
buf,3
xnor2,19
and2,39
inv,57
nand2,27
xor2,1
[what timing repair did]
action,4_1_cts,5_1_grt
resized,0,16
setup buffers,0,0
hold buffers,0,0
endpoints found under the setup margin,0,1
[metal layers]
layer,global-route usage [%],vias to the layer above
met5,0,-
met2,29.39,21
li1,-,779
met4,0,0
met3,1.535,0
met1,34.27,825
[logic make-up after synthesis]
| group | count (synthesis) | share of synthesized area (%) |
|---|---|---|
| xor+xnor | 23 | 8.547 |
| buf+inv | 83 | 12.82 |
| fa+ha+maj | 103 | 66.58 |
| simple gates | 66 | 12.05 |
[worst max-delay path by stage]
stage,startpoint,to,slack (ns),depth (start not counted)
after CTS,b[1],m[15],0.27,37
after global routing,a[1],m[15],0.01,41
final,a[1],m[15],0.59,37
[layout make-up]
cell class	instances	area share, %
repair buffers	35	10.70
inverters	57	6.585
multi-input cells	192	79.94
well taps	72	2.772
